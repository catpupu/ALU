### design/flow/design.v
`timescale 1ns/1ns
module MUX2to1( a, b, out, sel );
    input a, b, sel;
    output out;
    assign out = sel ? a : b;
endmodule
`timescale 1ns/1ns
module Shifter( dataA, dataB, Signal, dataOut, reset );
    input [31:0] dataA, dataB;
    input [5:0] Signal;
    input reset;
    output [31:0] dataOut;     
    wire[31:0] w[0:5];
    assign w[0] = dataA;
    genvar i, j;
    for( i = 0 ; i < 5 ; i = i + 1 ) begin
        for( j = 2**i-1 ; j >= 0 ; j = j - 1 )  
            MUX2to1 mux( .a(1'b0), .b(w[i][j]), .out(w[i+1][j]), .sel(dataB[i]) );
        for( j = 2**i ; j < 32 ; j = j + 1 )
            MUX2to1 mux( .a(w[i][j-2**i]), .b(w[i][j]), .out(w[i+1][j]), .sel(dataB[i]) );
    end
    assign dataOut = w[5] ;  
endmodule
### design/flow/run.sh
#!/bin/bash
# OpenROAD 26Q1-2900-gdf79404cd8, Yosys 0.63+post, stock flow scripts
make -C /OpenROAD-flow-scripts/flow DESIGN_CONFIG=/design/flow/config.mk WORK_HOME=/design/flow/orfs finish
### design/flow/config.mk
export PLATFORM = sky130hd
export DESIGN_NAME = Shifter
export DESIGN_NICKNAME = Shifter
export VERILOG_FILES = /design/flow/design.v
export SDC_FILE = /design/flow/constraint.sdc
export NUM_CORES = 4
export LEC_CHECK = 1
export CORE_UTILIZATION = 40
### design/flow/constraint.sdc
current_design Shifter

set clk_period 2.8
set clk_io_pct 0.2

create_clock -name clk0 -period $clk_period

set non_clock_inputs [all_inputs -no_clocks]
set_input_delay [expr $clk_period * $clk_io_pct] -clock clk0 $non_clock_inputs
set_output_delay [expr $clk_period * $clk_io_pct] -clock clk0 [all_outputs]
==> Changelog: implementation <==
### Implementation results

- # clk buffers: 0
- Area growth from synthesis to layout: 67.3%
- Crit path DRT: 2240 ps
- Largest net degree at the start of global routing: 16
- Layout Utilization: 70.4%
- Core region area: 4750 sq um
- Die W: 72.7 um
- Distinct cells, synth: 38
- Flop pwr share: 0%
- Avg Inst Size Synth: 9.34 sq um
- YS warnings: 1
- Post-DP HPWL: 4900 um
- CP Class: primary input to primary output
- Chip area: 5290 sq um
- Final instance area: 3350 sq um
- Hold Worst Slack: 1750 ps
- Gate Count Post-Synth: 214
- Crit path max fanout: 5
- Via count: 2157
- Max Cap Viol: 0
- Final TNS setup: 0 ps
- WP data arrival: 2200 ps
- Proportion of layout cells with a drive suffix above 1: 56.6%
- Vias in the first global route: 2046
- 1st-iter DRT viols: 92
- Tool warnings: 67
- Largest cells by area: mux4_2 29%, buf_4 12%, mux2i_1 10%
- Global placement routability congestion: 0.946
- Final setup violation count: 0
- Number of port buffers: 69
- Gate power share: 100.0%
- DR DRC count: 0
- Flop area: 0 sq um
- CP Launch Type: primary input
- Global-route wire length before repair: 9830 um
- Peak supply drop: 109 uV
- Net Switching: 243 uW
- Final worst-path cycle share: 98.7%
- Synth Cell Area: 2000 sq um
- Mean number of vias per cell: 5.71
- Ant. Diodes: 0
- Register area share after synthesis: 0%
- Total gr overflow: 0
- Top cells by count: 33 x buf_4, 26 x mux4_2, 20 x mux2i_1, 18 x nor2_1, 15 x nand2_1
- Hold_buf cts: 0
- PwrDens: 182 nW/um^2
- Gr usage total: 24.6%
- Routed wire per std cell: 16.5 um
- IO Count: 103
- Placed inst area: 2930 sq um
- Die Ht: 72.7 um
- Yosys stat cell total: 214
- Area share, top type: 29.3%
- Clock share of power: 0%
- Drt pass-1 iters: 4
- Final WL: 6220 um
- Relative slew slack: 74.8%
- Cell leakage power: 1.47 nW
- Yosys stat area: 2000 sq um
- Critical Path Source: dataB[0]
- Sw frac: 39.9%
- Number of antenna violations at the first check in global routing: 0
- Comb area: 1830 sq um
- Crit end category: primary output
- Starting Density: 42.1%
- Endpoints failing hold: 0
- Rows: 25
- Critical Path End: dataOut[10]
- Worst min-delay path class: primary input to primary output
- Internal power: 367 uW
- Pins Over Slew Limit: 0
- Flop Count: 0
- Tightest Pin Transition: 375 ps
- FMAX: 362 MHz
- Status: finished, final reports clean
- Post-route ant nets: 0
- Cell accounting for the most synthesized area: mux4_2
- Synth top cell by count: buf_4
- Min Tclk post-route: 2760 ps
- # fillers: 368
[how the worst min path moves through the flow]
| stage | startpoint | endpoint | slack [ps] | depth (start not counted) |
|---|---|---|---|---|
| 6_report | dataB[2] | dataOut[23] | 1750 | 5 |
| 4_1_cts | dataB[2] | dataOut[11] | 1800 | 5 |
| 5_1_grt | dataA[22] | dataOut[28] | 1830 | 5 |
[power groups by stage]
| stage | clock [mW] | combinational [mW] | sequential, mW |
|---|---|---|---|
| global route | 0 | 0.651 | 0 |
| finish | 0 | 0.610 | 0 |
| CTS | 0 | 0.585 | 0 |
[routing by layer]
metal / track usage (%) / vias to the layer above / wire length, um
met5: 0 / - / 0
met4: 2.18 / 0 / 61
met3: 2.38 / 4 / 342
met2: 39.7 / 82 / 2920
met1: 38.9 / 1048 / 2900
li1: - / 1023 / -
[cells in the final DEF, fill, tap and decap left out, types with 2 or more instances in the layout]
cell type and n:
a2bb2oi_1 2, buf_12 7, mux2i_2 3, buf_4 61
a21oi_1 3, o221ai_1 2, nor2_2 2, clkbuf_2 3
clkdlybuf4s15_2 12, o21ai_1 2, clkdlybuf4s50_1 19, nand2_2 3
dlymetal6s2s_1 9, a22oi_2 8, nand2_1 12, clkdlybuf4s15_1 2
mux4_2 29, o22ai_1 2, nor2_1 15, buf_16 2
mux2i_1 15, mux2_4 10, mux2_2 4, o211ai_1 5
dlygate4sd2_1 22, nand3_1 4, a22oi_1 7, a2bb2oi_2 3
and2_1 2, clkinv_2 2, mux2i_4 3, a211oi_2 5
nor3_1 5, buf_6 8
[cells by family (layout without fill, tap and decap cells)]
group,Yosys count,after routing,synth area share [%]
multiplexers,64,64,52.0
buffers and inverters,53,150,18.6
AND/OR/NAND/NOR,50,50,11.2
AND-OR/OR-AND,47,47,18.2
[metrics by stage]
| stage | worst slack, ps | total power [mW] | instances |
|---|---|---|---|
| after CTS | -61.8 | 0.585 | 373 |
| after global placement | -584 | 0.536 | 362 |
| after global routing | -7.24 | 0.651 | 378 |
| after floorplan | 291 | 0.318 | 214 |
| after detailed placement | -564 | 0.538 | 362 |
| final | 35.5 | 0.610 | 378 |
[layout make-up]
type / count / area share [%]
repair buffers: 146 / 42.3
well taps: 67 / 2.51
inverters: 4 / 0.636
multi-input cells: 161 / 54.6
[worst max-delay path: stages]
cell and delay [ps]:
buf_12 100, buf_12 120, mux4_2 520, mux2_4 320, nor2_1 120, a211oi_2 60, clkdlybuf4s50_1 410
[what timing repair did]
action                                  4_1_cts  5_1_grt
resized                                     126       26
setup buffers                                 9        6
gates cloned                                  2        0
pin swaps                                    16        4
endpoints found under the setup margin       32       13
Power is estimated from default activity; no workload was simulated.
