===== ./constraint.sdc =====
current_design MUX

set clk_period 5.0
set clk_io_pct 0.2

create_clock -name clk0 -period $clk_period

set non_clock_inputs [all_inputs -no_clocks]
set_input_delay [expr $clk_period * $clk_io_pct] -clock clk0 $non_clock_inputs
set_output_delay [expr $clk_period * $clk_io_pct] -clock clk0 [all_outputs]

===== ./run.sh =====
#!/bin/bash
# OpenROAD 26Q1-2900-gdf79404cd8, Yosys 0.63+post, stock flow scripts
make -C /OpenROAD-flow-scripts/flow DESIGN_CONFIG=/design/flow/config.mk WORK_HOME=/design/flow/orfs finish

===== ./config.mk =====
export PLATFORM = sky130hd
export DESIGN_NAME = MUX
export DESIGN_NICKNAME = MUX
export VERILOG_FILES = /design/flow/design.v
export SDC_FILE = /design/flow/constraint.sdc
export NUM_CORES = 4
export LEC_CHECK = 1
export CORE_AREA = 10 10 102 102
export DIE_AREA = 0 0 112 112

===== ./design.v =====
`timescale 1ns/1ns
module MUX( ALUOut, HiOut, LoOut, Shifter, Signal, dataOut );
    input [31:0] ALUOut, HiOut, LoOut, Shifter;
    input [5:0] Signal;
    output [31:0] dataOut;
    parameter AND = 6'b100100;
    parameter OR  = 6'b100101;
    parameter ADD = 6'b100000;
    parameter SUB = 6'b100010;
    parameter SLT = 6'b101010;
    parameter SLL = 6'b000000;
    parameter DIVU= 6'b011011;
    parameter MFHI= 6'b010000;
    parameter MFLO= 6'b010010;
    assign dataOut = (Signal[5] == 1 ? ALUOut : 
                  Signal == SLL  ? Shifter : 
                  Signal == DIVU ? HiOut : 
                  Signal == MFHI ? HiOut :
                  Signal == MFLO ? LoOut : 0
            );
endmodule

==> flow_summary.ini <==
; physical design summary
[critical_path]
path_class = primary input to output pin
arrival_ns = 3.38
critPathLaunchType = primary input
crit_required_ns = 4.00
cp-startpoint = Signal[1]
cp_max_fo = 20
crit_chain = clkdlybuf4s50_1 -> or3_4 -> a211oi_4 -> buf_4 -> a221oi_1 -> o31ai_1 -> clkdlybuf4s50_1
crit_end = dataOut[10]
crit_path_max_incr_delay_ns = 0.51
crit_top_cell = clkdlybuf4s50_1
end_kind = output pin
crit_slowest_cell = clkdlybuf4s50_1

[yosys]
ys_seq_share = 0
synth_top_area_share = 0.2775
synth_cells = 156
topCellsByArea = a221oi_1 (28%), nor2b_1 (14%), nand2_1 (12%), a21oi_1 (12%), o31ai_2 (9.0%)
synth_area_um2 = 978.4
netlist_top_cells_count = nand2_1 (32), a221oi_1 (31), a21oi_1 (23)
yosysUniqueCellTypes = 21
most_common_cell = nand2_1
yosys_area_um2 = 978.4
syn-mean-instance-area_um2 = 6.272
synth_area_leader_cell = a221oi_1
yosysWarnings = 0
ys_cells = 156

[grt]
grt_use_met3 = 0.04017
busiest_layer = met2
grt_overflow_total = 0
grtUsageMet2 = 0.1659
met1_usage = 0.1132
grt_max_degree = 66
antenna_found_initial = 0
track_usage = 0.09531
grt_pass1_vias = 1923
grt_pass1_wl_um = 10030

[sta]
drv_slew = 0
min_period_over_period = 0.8763
finalHoldViolCount = 0
slew-limit-headroom = 0.5646
rsz0062_at_grt = no
setup_slack_ns = 0.6185
fin_crit_ns = 4.381
tightest_slew_ns = 0.6532
final.setup.tns_ns = 0
setup_viol = 0
max_freq_mhz = 228.2

[status]
outcome = finished clean

[routing]
routed_wl_um = 6769
antenna_cells = 0
vias_per_cell = 4.394
drt-pass1-iter-count = 4
via_count = 1828
ant_nets = 0
initialDrtViolationCount = 101
drc_errors = 0
post_drt_wl_per_cell_um = 16.27

[flow_run]
cap_violations = 0
warnings = 32

[power_and_ir_drop]
powerDensity_nw_per_um2 = 69.17
leakage_nw = 0.9181
ir_drop_v = 0.00002302

[placement]
buffer_ports.inserted = 166
hpwl_um = 5565
routabilityCongestion = 0.8388
place_ws_ns = 0.6220

[final_layout]
flops = 0
clkbuf_count = 0
syn_to_final_growth_pct = 179.8
flop_area_um2 = 0
drive_above_1_share = 0.06109

[clocking]
ctsResizeCount = 0
cts_setup_buffers = 0
ctsHoldBuffers = 0

[die]
num_rows = 33
fp_util = 0.1191
die_w_um = 112
core_area_um2 = 8217
dieArea_um2 = 12540
ios = 166
die_h_um = 112

[min_path]
min_from = LoOut[29]
min_path_type = primary input to output pin
## layout by cell type (no fill, tap or decap)
cell type        instances
clkdlybuf4s50_1        165
nand2_1                 32
a221oi_1                31
a21oi_1                 23
nor2b_1                 22
nor2_1                   9
o31ai_2                  7
buf_4                    5
o31ai_1                  3
inv_1                    2
or3_4                    2
nand2b_1                 2
nor3_4                   2
nor3_2                   1
nand3_1                  1
a211oi_4                 1
a211oi_1                 1
or3_1                    1
buf_2                    1
## worst min-delay path by stage
stage / endpoint / cells past startpoint
after global routing: dataOut[21] / 4
after CTS: dataOut[29] / 4
final: dataOut[29] / 4
## worst max-delay path: cells and delay by family
kind / cells / cell delay [ns]
compound gates: 3 / 0.66
buf+inv: 3 / 1.30
simple gates: 1 / 0.42
## metrics by stage
step / util / instance area (µm²) / power [mW] / hold WS, ns / instances
2_1_floorplan: - / 978.4 / 0.03990 / 2.064 / 156
3_3_place_gp: 0.3332 / 2738 / 0.1905 / 2.910 / 416
3_5_place_dp: 0.3332 / 2738 / 0.1908 / 2.903 / 416
4_1_cts: 0.3332 / 2738 / 0.1920 / 2.910 / 416
5_1_grt: 0.3332 / 2738 / 0.2038 / 2.935 / 416
6_report: 0.3332 / 2738 / 0.1894 / 2.905 / 416
## routing by layer
| metal | wire (µm) | vias up |
|---|---|---|
| met5 | 0 | - |
| met4 | 2 | 0 |
| met3 | 827 | 2 |
| met2 | 3082 | 109 |
| met1 | 2857 | 811 |
| li1 | - | 906 |
## cells by family after synthesis
family | share of synthesized area
buffers and inverters | 0.08695
AND-OR/OR-AND | 0.5358
AND/OR/NAND/NOR | 0.3772
## power by group
part           total [mW]  internal (mW)  leakage [nW]  switching (mW)
Combinational       0.189          0.141         0.918          0.0480
Clock                   0              0             0               0
Sequential              0              0             0               0
## area by class of cell
type	count	area, µm²
multi-input cells	138	904.6
inverters	2	7.507
fillers	870	5479
well taps	105	131.4
repair buffers	171	1694
Power and IR drop assume default switching activity.
